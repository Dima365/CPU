==> design/flow/design.v <==
interface main_bus 
(
    input  logic clk,
    input  logic reset
);
logic [31:0] pcF, pcplus4F, instrF;
logic stall_F;
logic regwriteD;
logic [1:0] memtoregD;
logic memwriteD;
logic [2:0] alucontrolD;
logic alusrcD;
logic regdstD;
logic jumpD;
logic [31:0] instrD, pcplus4D, pcbranchD, signimmD, pcjumpD;
logic [4:0] rsD, rtD, rdD;
logic branchD, equalD, pcsrcD;
logic [31:0] rd1D, rd2D;
logic kernel_mode;
logic [2:0] int_cause;
logic cause_write;
logic exit_kernel;
logic jump_regD;
logic [31:0] c0D;
logic write_c0D;
logic [4:0] shamtD;
logic stall_D;
logic regwriteE;
logic [1:0] memtoregE;
logic memwriteE;
logic [2:0] alucontrolE;
logic alusrcE;
logic regdstE;
logic [31:0] mux_c0E;
logic write_c0E;
logic flushE;
logic overflowE;
logic [2:0] forwardAE, forwardBE;
logic [31:0] signimmE, rd1E, rd2E;
logic [4:0] rsE, rtE, rdE, writeregE;
logic [31:0] srcAE, srcBE;
logic [31:0] aluoutE, writedataE;
logic [31:0] c0E;
logic [4:0] shamtE;
logic regwriteM;
logic [1:0] memtoregM;
logic memwriteM;
logic write_c0M;
logic [31:0] aluoutM, writedataM, readdataM;
logic [4:0] writeregM;
logic [31:0] c0M;
logic regwriteW;
logic [1:0] memtoregW;
logic write_c0W;
logic [31:0] readdataW, aluoutW, resultW;
logic [4:0] writeregW;
logic [31:0] c0W;
logic [31:0] AD_mux_out, BD_mux_out;
modport imem(  
                input  pcF, 
                output instrF
             );
always_ff @(posedge reset, posedge clk)
    if(reset) 
        pcF <= 0;
    else if(cause_write)
        pcF <= 32'd72; 
    else if(jump_regD)
        pcF <= AD_mux_out;
    else if(jumpD)
        pcF <= pcjumpD;
    else if(~stall_F && pcsrcD) 
        pcF <= pcbranchD;
    else if(~stall_F && ~pcsrcD)
        pcF <= pcplus4F;
assign pcplus4F = pcF + 4;
modport regfile(
                input  instrD, resultW,
                input  regwriteW,
                input  writeregW,
                output rd1D, rd2D
              );
modport controller(
                    input  instrD,
                    output int_cause,
                    output cause_write,
                    output exit_kernel,
                    output jump_regD,
                    input  overflowE,
                    input  kernel_mode,
                    output write_c0D,
                    output regwriteD,
                    output memtoregD,
                    output memwriteD,
                    output alucontrolD,
                    output alusrcD,
                    output regdstD,
                    output branchD,
                    output jumpD 
                );
modport coprocessor_0(
                        input  write_c0W,
                        input  resultW,
                        input  writeregW,
                        input  pcF,
                        input  int_cause,
                        input  cause_write,
                        input  rtD,
                        output c0D,
                        output kernel_mode,
                        input  exit_kernel    
                    );
always_ff @(posedge reset, posedge clk)
    if(reset) begin 
        instrD   <= {6'b110001, 26'd0};  
        pcplus4D <= 0;
    end
    else if(jump_regD && stall_D == 0)begin
        instrD   <= {6'b110001, 26'd0};  
        pcplus4D <= 0;
    end        
    else if(jumpD)begin
        instrD   <= {6'b110001, 26'd0};  
        pcplus4D <= 0;
    end
    else if(cause_write)begin 
        instrD   <= {6'b110001, 26'd0};  
        pcplus4D <= 0;
    end
    else if(pcsrcD) begin 
        instrD   <= {6'b110001, 26'd0};  
        pcplus4D <= 0;
    end
    else if(~stall_D) begin 
        instrD   <= instrF;
        pcplus4D <= pcplus4F;
    end
assign signimmD  = {{16{instrD[15]}}, instrD[15:0]};
assign pcbranchD = pcplus4D + (signimmD << 2);
assign pcjumpD   = {pcplus4D[31:28], instrD[25:0], 2'b00};
assign rsD = instrD[25:21];
assign rtD = instrD[20:16];
assign rdD = instrD[15:11];
assign pcsrcD = equalD & branchD;
assign shamtD = instrD[10:6];
modport alu(
                    input alusrcE,  
                    input srcAE, srcBE,
                    input alucontrolE,
                    output overflowE,
                    output aluoutE
                );
always_ff @(posedge reset, posedge clk)
    if(reset) begin 
        regwriteE   <= 0;
        memtoregE   <= 0;
        memwriteE   <= 0;
        alucontrolE <= 0;
        alusrcE     <= 0;
        regdstE     <= 0;
        write_c0E   <= 0;
    end
    else if(flushE || cause_write)begin 
        regwriteE   <= 0;
        memtoregE   <= 0;
        memwriteE   <= 0;
        alucontrolE <= 0;
        alusrcE     <= 0;
        regdstE     <= 0;
        write_c0E   <= 0;
    end
    else begin 
        regwriteE   <= regwriteD;
        memtoregE   <= memtoregD;
        memwriteE   <= memwriteD;
        alucontrolE <= alucontrolD;
        alusrcE     <= alusrcD;
        regdstE     <= regdstD;
        write_c0E   <= write_c0D;  
    end
always_ff @(posedge reset, posedge clk)
    if(reset) begin
        rd1E     <= 0;
        rd2E     <= 0; 
        rsE      <= 0;
        rtE      <= 0;
        rdE      <= 0;
        signimmE <= 0;
        c0E      <= 0;
        shamtE   <= 0;
    end
    else if(flushE || cause_write) begin
        rd1E     <= 0;
        rd2E     <= 0; 
        rsE      <= 0;
        rtE      <= 0;
        rdE      <= 0;
        signimmE <= 0;
        c0E      <= 0;
        shamtE   <= 0;      
    end
    else begin 
        rd1E     <= rd1D;
        rd2E     <= rd2D;
        rsE      <= rsD;
        rtE      <= rtD;
        rdE      <= rdD;
        signimmE <= signimmD;
        c0E      <= c0D;
        shamtE   <= shamtD;
    end
always_comb
    if(memtoregE == 2'b10 && write_c0M && writeregE == writeregM)
        mux_c0E = c0M;
    else if(memtoregE == 2'b10 && write_c0W && writeregE == writeregW)
        mux_c0E = c0W;
    else 
        mux_c0E = c0E;
always_comb
    case (forwardAE)
        3'b000: srcAE = rd1E;
        3'b001: srcAE = resultW;
        3'b010: srcAE = aluoutM;
        3'b011: srcAE = c0M;  
        3'b100: srcAE = c0W;
        default : srcAE = 0;
      endcase  
always_comb
    if(alusrcE)
        srcBE = signimmE;
    else 
        case (forwardBE)
            3'b000: srcBE = rd2E;
            3'b001: srcBE = resultW;
            3'b010: srcBE = aluoutM;
            3'b011: srcBE = c0M;
            3'b100: srcBE = c0W;
            default : srcBE = 0;
        endcase
assign writeregE  = regdstE ? rdE : rtE;
always_comb
    case (forwardBE)
        3'b000: writedataE = rd2E;
        3'b001: writedataE = resultW;
        3'b010: writedataE = aluoutM;
        3'b011: writedataE = c0M;
        3'b100: writedataE = c0W;
        default : writedataE = 0;
    endcase   
modport dmem(
                    input  aluoutM, writedataM,
                    input  memwriteM,
                    output readdataM
                );
always_ff @(posedge reset, posedge clk)
    if(reset) begin 
        regwriteM <= 0;
        memtoregM <= 0;
        memwriteM <= 0;
        write_c0M <= 0;
    end
    else if(overflowE)begin
        regwriteM <= 0;
        memtoregM <= 0;
        memwriteM <= 0;
        write_c0M <= 0;
    end
    else begin 
        regwriteM <= regwriteE;
        memtoregM <= memtoregE;
        memwriteM <= memwriteE;
        write_c0M <= write_c0E;
    end
always_ff @(posedge reset, posedge clk)
    if(reset)begin 
        aluoutM    <= 0;
        writedataM <= 0;
        writeregM  <= 0;
        c0M        <= 0;
    end
    else if(overflowE)begin
        aluoutM    <= 0;
        writedataM <= 0;
        writeregM  <= 0;
        c0M        <= 0;
    end
    else begin 
        aluoutM    <= aluoutE;
        writedataM <= writedataE;
        writeregM  <= writeregE;
        c0M        <= mux_c0E;      
    end
always_ff @(posedge reset, posedge clk)
    if(reset)begin 
        regwriteW <= 0;
        memtoregW <= 0;
        write_c0W <= 0;
    end
    else begin 
        regwriteW <= regwriteM;
        memtoregW <= memtoregM;
        write_c0W <= write_c0M;        
    end
always_ff @(posedge reset, posedge clk)
    if(reset)begin 
        readdataW <= 0;
        aluoutW   <= 0;
        writeregW <= 0;
        c0W       <= 0;
    end
    else begin 
        readdataW <= readdataM;
        aluoutW   <= aluoutM;
        writeregW <= writeregM;
        c0W       <= c0M;     
    end
always_comb
    if (memtoregW == 2'b10)
        resultW = c0W;
    else if(memtoregW == 2'b00)
        resultW = aluoutW;
    else 
        resultW = readdataW;
always_comb
    if(rsE !=0 && rsE == writeregM && regwriteM && memtoregM == 2'b10)
        forwardAE = 3'b011;
    else if(rsE !=0 && rsE == writeregM && regwriteM)
        forwardAE = 3'b010;
    else if(rsE !=0 && rsE == writeregW && regwriteW && memtoregW == 2'b10)
        forwardAE = 3'b100;
    else if(rsE !=0 && rsE == writeregW && regwriteW)
        forwardAE = 3'b001;
    else 
        forwardAE = 3'b000;
always_comb
    if(rtE !=0 && rtE == writeregM && regwriteM && memtoregM == 2'b10)
        forwardBE = 3'b011;
    else if(rtE !=0 && rtE == writeregM && regwriteM)
        forwardBE = 3'b010;
    else if(rtE !=0 && rtE == writeregW && regwriteW && memtoregW == 2'b10)
        forwardBE = 3'b100;
    else if(rtE !=0 && rtE == writeregW && regwriteW)
        forwardBE = 3'b001;
    else 
        forwardBE = 3'b000;
always_comb
    if((rsD == rtE || rtD == rtE)  
            && memtoregE == 2'b01)begin
                stall_F = 1;
                stall_D = 1;
                flushE  = 1;
    end
    else if(jump_regD && regwriteE && rsD == writeregE) begin
                stall_F = 0;
                stall_D = 1;
                flushE  = 0;
    end
    else if(branchD   && regwriteE && 
            (writeregE == rsD || writeregE == rtD))begin
                stall_F = 1;
                stall_D = 1;
                flushE  = 1;        
    end
    else if(branchD   &&  memtoregM == 2'b01 && 
            (writeregM == rsD || writeregM == rtD))begin
                stall_F = 1;
                stall_D = 1;
                flushE  = 1;        
    end
    else begin 
        stall_F = 0;
        stall_D = 0;
        flushE  = 0;
    end
assign equalD = (AD_mux_out == BD_mux_out) ? 1'b1 : 1'b0;
always_comb
    if(rsD != 0 && rsD == writeregM && regwriteM && memtoregM == 2'b10)
        AD_mux_out = c0M;
    else if(rsD != 0 && rsD == writeregM && regwriteM)
        AD_mux_out = aluoutM;
    else
        AD_mux_out = rd1D;
always_comb
    if(rtD != 0 && rtD == writeregM && regwriteM && memtoregM == 2'b10)
        BD_mux_out = c0M;
    else if(rtD != 0 && rtD == writeregM && regwriteM)
        BD_mux_out = aluoutM;
    else
        BD_mux_out = rd2D;
endinterface 
module coprocessor_0
(
    input  logic reset,
    input  logic clk,
    input  logic        write_c0W,
    input  logic [31:0] resultW,
    input  logic [4:0]  writeregW,
    input  logic [31:0] pcF,
    input  logic [2:0]  int_cause,
    input  logic        cause_write,
    input  logic [4:0]  rtD,
    output logic [31:0] c0D,
    output logic        kernel_mode, 
    input  logic        exit_kernel 
);
logic [2:0]  cause_reg;
logic [31:0] epc;
logic [31:0] point_table;  
always_ff @(posedge reset, posedge clk)
    if(reset)
        kernel_mode <= 0;
    else if(exit_kernel) 
        kernel_mode <= 1;
    else if(cause_write)
        kernel_mode <= 0;
always_ff @(posedge reset, posedge clk)
    if(reset)
        cause_reg <= 0;
    else if(cause_write)
        cause_reg <= int_cause;
always_ff @(posedge reset, posedge clk)
    if(reset)
        epc <= 0;
    else if(cause_write)
        case(int_cause)
            3'b001: epc <= pcF - 8;
            3'b010: epc <= pcF - 4;
            3'b011: epc <= pcF - 4;
        endcase  
always_ff @(posedge reset, negedge clk) 
    if(reset)
        point_table <= 0;
    else if(write_c0W && writeregW == 5'b00011)
        point_table <= resultW;
always_comb
    case(rtD)
        5'b00000: c0D = {'0, kernel_mode};
        5'b00001: c0D = {'0, cause_reg};
        5'b00010: c0D = epc;
        5'b00011: c0D = point_table;
        default:  c0D = 0;
    endcase
endmodule  
==> design/flow/run.sh <==
#!/bin/bash
# OpenROAD 26Q1-2900-gdf79404cd8, Yosys 0.63+post, stock flow scripts
make -C /OpenROAD-flow-scripts/flow DESIGN_CONFIG=/design/flow/config.mk WORK_HOME=/design/flow/orfs finish
==> design/flow/config.mk <==
export PLATFORM = sky130hd
export DESIGN_NAME = coprocessor_0
export DESIGN_NICKNAME = coprocessor_0
export VERILOG_FILES = /design/flow/design.v
export SDC_FILE = /design/flow/constraint.sdc
export NUM_CORES = 4
export LEC_CHECK = 1
export CORE_UTILIZATION = 50
==> design/flow/constraint.sdc <==
current_design coprocessor_0

set clk_period 4.2
set clk_io_pct 0.2

create_clock -name clk0 -period $clk_period [get_ports {clk}]

set non_clock_inputs [all_inputs -no_clocks]
set_input_delay [expr $clk_period * $clk_io_pct] -clock clk0 $non_clock_inputs
set_output_delay [expr $clk_period * $clk_io_pct] -clock clk0 [all_outputs]
==> job_summary.md <==
### Yosys + OpenROAD results

| Metric | Value |
|---|---|
| Vias | `2970` |
| Finished Cell Area | `5200 um^2` |
| Cell count after placement | `550` |
| Final tally of max-slew violations | `0` |
| Setup ws final | `0.0343 ns` |
| Final TNS setup | `0 ns` |
| I/O Buffers | `114` |
| CTS tree | `done` |
| Cts bufs inserted | `9` |
| Initial DRC Count | `78` |
| Post-synth EDFFs | `0` |
| Critical Path Slowest Stage Cell | `dfrtn_1` |
| Worst r2r dst | `point_table[3]` |
| Critical-path cell list | `a22o_1 -> a22o_1 -> buf_2` |
| DP Worst Slack | `-0.394 ns` |
| Register share after synthesis | `45.8%` |
| DP HPWL | `5660 um` |
| PwrDens | `just over 300 nW/um^2` |
| Clock Skews | `0 ns` |
| Least-Margin Pin Slew | `around 0.69 ns` |
| Pleak | `2.31 nW` |
| Asr flop ratio synth | `100%` |
| Critical Path Sink Type | `output port` |
| Gr usage total | `24.1%` |
| Worst Setup SP | `point_table[1]` |
| Cell Type Count | `about 40` |
| Clk latency late pin | `0.33 ns` |
| CP most frequent cell | `a22o_1` |
| Yosys top cell by area | `dfrtp_1` |
| Switch share | `25.8%` |
| Synth top cell by count | `nor2_1` |
| Syn Area/Cell | `10.6 um^2` |
| Worst setup path class | `flip-flop to output port` |
| GR Overflow Total | `0` |
| Synth Instances | `351` |
| Area leader share | `24.2%` |
| Layout Utilization | `roughly 72%` |
| Initial antenna violation count | `0` |
| Synth warn | `1` |
| Global-route wire length before repair | `13900 um` |
| Routed WL | `roughly 8400 um` |
| Worst R2R Setup Slack | `3.33 ns` |
| Largest net degree at the start of global routing | `66` |
| Int Pwr | `~1.2 mW` |
| Post-DP Area | `4980 um^2` |
| Initial core utilization | `51.5%` |
| Die width | `88.2 um` |
| Routability cong. | `0.803` |
| DIE AREA | `just under 8000 um^2` |
| Vias/cell | `between 5 and 6` |
| # IOs | `~120` |
| # setup viols final | `0` |
| Num rows | `31` |
| Worst R2R Start | `point_table[3]` |
| Antenna Nets Post-Route | `0` |
| Ys flops | `68` |
| Slew HR | `54.0%` |
| CP Max Fanout | `2` |
| Worst setup endpoint | `c0D[1]` |
| Combinational power share | `20.0%` |
| Worst path arrival time | `about 3.3 ns` |
| OpenROAD warnings | `29` |
| Diodes inserted | `0` |
| Peak per-stage delay on the critical path | `approximately 0.35 ns` |
| Psw | `414 uW` |
| Syn-to-layout area delta | `39.8%` |
| Cts hold-fix bufs | `0` |
| Clock Power Share | `28.2%` |
| TritonRoute pass-1 iters | `4` |
| Top post-synthesis cells by count | `nor2_1, dfrtp_1, nand2_1, dfrtn_1, mux2_2` |
| Yosys cell count | `351` |
| Core area | `approximately 7200 um^2` |
| RSZ-0062 raised after global routing | `yes` |
| WL/cell | `14.8 um` |
| Post-synthesis cell area | `3720 um^2` |
| Top cells by area | `dfrtp_1, dfrtn_1, mux2_2, mux2i_1, xnor2_1` |
| Vias in the first global route | `about 3000` |
| CTS root buf | `clkbuf_8` |
| Clock Path Buffers | `2` |
| Max-cap violations | `0` |
| H-Tree Depth | `3` |
| HP Start | `point_table[11]` |
| Die Span Y | `between 80 and 90 um` |
| CP Data Required Time | `3.36 ns` |
| R2R cell count | `2` |
| Non-filler cells, final | `roughly 570` |
| Fin. Hold Viols | `0` |
| DR DRC count | `0` |
| Sequential share of power | `roughly 52%` |
| Sink Count | `approximately 70` |
| Main flop type | `dfrtp_1` |
| Reg clk slew, reported paths | `0.05 ns` |
| Yosys stat area | `3720 um^2` |
| Layout cells sized above 1 | `about 18%` |
| Worst hold path class | `flip-flop to flip-flop` |
| Peak VDD IR | `0.221 mV` |
| Status | `completed` |
| Startpoint type of the worst setup path | `flip-flop` |
worst max-delay path, delay by kind of cell (launching register included):
| family | cells | cell delay, ns |
|---|---|---|
| AOI/OAI and AO/OA | 2 | 0.45 |
| buffers and inverters | 1 | 0.11 |
| DFF | 1 | 0.35 |
power groups by stage:
stage	clock (mW)	combinational, mW	sequential (mW)
CTS	0.461	0.325	0.829
global route	0.491	0.356	0.845
finish	0.452	0.320	0.830
metal layers:
metal,wire [um],track usage [%],share of wire (%),up-vias
met5,0,0,0,-
met4,106,2.79,1.3,0
met3,461,4.54,5.5,10
met2,3910,39.0,46,88
met1,3930,36.7,47,1417
li1,-,-,-,1455
metrics by stage:
| stage | hold slack, ns | power, mW |
|---|---|---|
| after floorplan | 0.419 | 1.01 |
| final | 0.439 | 1.60 |
| after global placement | 0.428 | 1.15 |
| after global routing | 0.452 | 1.69 |
| after CTS | 0.441 | 1.62 |
| after detailed placement | 0.441 | 1.16 |
final cells by class:
class	instances	area (um^2)
Tap cell	99	124
Timing Repair Buffer	127	1260
Multi-Input combinational cell	256	1930
Fill cell	551	2020
Clock inverter	3	15.0
Sequential cell	68	1700
Inverter	5	22.5
Clock buffer	12	145
cell usage in the layout (no fill, tap or decap), types with 2 or more instances in the layout:
cell type	instances
clkdlybuf4s50_1	77
nor2_1	38
dfrtp_1	36
nand2_1	34
dlygate4sd2_1	33
dfrtn_1	32
mux2_2	30
mux2i_1	29
xnor2_1	25
o21ai_1	17
o21ai_0	13
nor3_1	11
nor4_2	11
clkbuf_8	10
mux2_1	7
buf_4	7
or3_1	5
inv_1	4
a22o_1	4
xor2_1	4
or4_4	3
ha_1	3
clkinv_2	3
buf_2	3
buf_12	3
a21oi_1	2
nand2b_1	2
clkbuf_1	2
how the worst min path moves through the flow:
stage                  to  cells past startpoint
4_1_cts   point_table[28]                      1
5_1_grt   point_table[11]                      1
6_report  point_table[11]                      1
cells by family after synthesis:
logic type      count (synthesis)  synth area share [%]
compound gates                 42                  6.60
xor+xnor                       29                  6.83
fa+ha+maj                       3                  1.01
buf+inv                        27                  3.10
flops                          68                  45.8
mux                            67                  19.3
simple gates                  115                  17.4
repair_timing:
| item | 4_1_cts | 5_1_grt |
|---|---|---|
| cloned | 2 | 0 |
| buffers inserted | 3 | 0 |
| endpoints found under the setup margin | 64 | 10 |
| pin swaps | 19 | 2 |
| resized | 46 | 2 |
| hold endpoints to repair | 0 | 0 |
Power figures rest on the tool's default switching activity, not on a simulated workload.
