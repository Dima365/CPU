**flow/design.v**
```verilog
interface main_bus 
(
    input  logic clk,
    input  logic reset
);
logic [31:0] pcF, pcplus4F, instrF;
logic stall_F;
logic regwriteD;
logic [1:0] memtoregD;
logic memwriteD;
logic [2:0] alucontrolD;
logic alusrcD;
logic regdstD;
logic jumpD;
logic [31:0] instrD, pcplus4D, pcbranchD, signimmD, pcjumpD;
logic [4:0] rsD, rtD, rdD;
logic branchD, equalD, pcsrcD;
logic [31:0] rd1D, rd2D;
logic kernel_mode;
logic [2:0] int_cause;
logic cause_write;
logic exit_kernel;
logic jump_regD;
logic [31:0] c0D;
logic write_c0D;
logic [4:0] shamtD;
logic stall_D;
logic regwriteE;
logic [1:0] memtoregE;
logic memwriteE;
logic [2:0] alucontrolE;
logic alusrcE;
logic regdstE;
logic [31:0] mux_c0E;
logic write_c0E;
logic flushE;
logic overflowE;
logic [2:0] forwardAE, forwardBE;
logic [31:0] signimmE, rd1E, rd2E;
logic [4:0] rsE, rtE, rdE, writeregE;
logic [31:0] srcAE, srcBE;
logic [31:0] aluoutE, writedataE;
logic [31:0] c0E;
logic [4:0] shamtE;
logic regwriteM;
logic [1:0] memtoregM;
logic memwriteM;
logic write_c0M;
logic [31:0] aluoutM, writedataM, readdataM;
logic [4:0] writeregM;
logic [31:0] c0M;
logic regwriteW;
logic [1:0] memtoregW;
logic write_c0W;
logic [31:0] readdataW, aluoutW, resultW;
logic [4:0] writeregW;
logic [31:0] c0W;
logic [31:0] AD_mux_out, BD_mux_out;
modport imem(  
                input  pcF, 
                output instrF
             );
always_ff @(posedge reset, posedge clk)
    if(reset) 
        pcF <= 0;
    else if(cause_write)
        pcF <= 32'd72; 
    else if(jump_regD)
        pcF <= AD_mux_out;
    else if(jumpD)
        pcF <= pcjumpD;
    else if(~stall_F && pcsrcD) 
        pcF <= pcbranchD;
    else if(~stall_F && ~pcsrcD)
        pcF <= pcplus4F;
assign pcplus4F = pcF + 4;
modport regfile(
                input  instrD, resultW,
                input  regwriteW,
                input  writeregW,
                output rd1D, rd2D
              );
modport controller(
                    input  instrD,
                    output int_cause,
                    output cause_write,
                    output exit_kernel,
                    output jump_regD,
                    input  overflowE,
                    input  kernel_mode,
                    output write_c0D,
                    output regwriteD,
                    output memtoregD,
                    output memwriteD,
                    output alucontrolD,
                    output alusrcD,
                    output regdstD,
                    output branchD,
                    output jumpD 
                );
modport coprocessor_0(
                        input  write_c0W,
                        input  resultW,
                        input  writeregW,
                        input  pcF,
                        input  int_cause,
                        input  cause_write,
                        input  rtD,
                        output c0D,
                        output kernel_mode,
                        input  exit_kernel    
                    );
always_ff @(posedge reset, posedge clk)
    if(reset) begin 
        instrD   <= {6'b110001, 26'd0};  
        pcplus4D <= 0;
    end
    else if(jump_regD && stall_D == 0)begin
        instrD   <= {6'b110001, 26'd0};  
        pcplus4D <= 0;
    end        
    else if(jumpD)begin
        instrD   <= {6'b110001, 26'd0};  
        pcplus4D <= 0;
    end
    else if(cause_write)begin 
        instrD   <= {6'b110001, 26'd0};  
        pcplus4D <= 0;
    end
    else if(pcsrcD) begin 
        instrD   <= {6'b110001, 26'd0};  
        pcplus4D <= 0;
    end
    else if(~stall_D) begin 
        instrD   <= instrF;
        pcplus4D <= pcplus4F;
    end
assign signimmD  = {{16{instrD[15]}}, instrD[15:0]};
assign pcbranchD = pcplus4D + (signimmD << 2);
assign pcjumpD   = {pcplus4D[31:28], instrD[25:0], 2'b00};
assign rsD = instrD[25:21];
assign rtD = instrD[20:16];
assign rdD = instrD[15:11];
assign pcsrcD = equalD & branchD;
assign shamtD = instrD[10:6];
modport alu(
                    input alusrcE,  
                    input srcAE, srcBE,
                    input alucontrolE,
                    output overflowE,
                    output aluoutE
                );
always_ff @(posedge reset, posedge clk)
    if(reset) begin 
        regwriteE   <= 0;
        memtoregE   <= 0;
        memwriteE   <= 0;
        alucontrolE <= 0;
        alusrcE     <= 0;
        regdstE     <= 0;
        write_c0E   <= 0;
    end
    else if(flushE || cause_write)begin 
        regwriteE   <= 0;
        memtoregE   <= 0;
        memwriteE   <= 0;
        alucontrolE <= 0;
        alusrcE     <= 0;
        regdstE     <= 0;
        write_c0E   <= 0;
    end
    else begin 
        regwriteE   <= regwriteD;
        memtoregE   <= memtoregD;
        memwriteE   <= memwriteD;
        alucontrolE <= alucontrolD;
        alusrcE     <= alusrcD;
        regdstE     <= regdstD;
        write_c0E   <= write_c0D;  
    end
always_ff @(posedge reset, posedge clk)
    if(reset) begin
        rd1E     <= 0;
        rd2E     <= 0; 
        rsE      <= 0;
        rtE      <= 0;
        rdE      <= 0;
        signimmE <= 0;
        c0E      <= 0;
        shamtE   <= 0;
    end
    else if(flushE || cause_write) begin
        rd1E     <= 0;
        rd2E     <= 0; 
        rsE      <= 0;
        rtE      <= 0;
        rdE      <= 0;
        signimmE <= 0;
        c0E      <= 0;
        shamtE   <= 0;      
    end
    else begin 
        rd1E     <= rd1D;
        rd2E     <= rd2D;
        rsE      <= rsD;
        rtE      <= rtD;
        rdE      <= rdD;
        signimmE <= signimmD;
        c0E      <= c0D;
        shamtE   <= shamtD;
    end
always_comb
    if(memtoregE == 2'b10 && write_c0M && writeregE == writeregM)
        mux_c0E = c0M;
    else if(memtoregE == 2'b10 && write_c0W && writeregE == writeregW)
        mux_c0E = c0W;
    else 
        mux_c0E = c0E;
always_comb
    case (forwardAE)
        3'b000: srcAE = rd1E;
        3'b001: srcAE = resultW;
        3'b010: srcAE = aluoutM;
        3'b011: srcAE = c0M;  
        3'b100: srcAE = c0W;
        default : srcAE = 0;
      endcase  
always_comb
    if(alusrcE)
        srcBE = signimmE;
    else 
        case (forwardBE)
            3'b000: srcBE = rd2E;
            3'b001: srcBE = resultW;
            3'b010: srcBE = aluoutM;
            3'b011: srcBE = c0M;
            3'b100: srcBE = c0W;
            default : srcBE = 0;
        endcase
assign writeregE  = regdstE ? rdE : rtE;
always_comb
    case (forwardBE)
        3'b000: writedataE = rd2E;
        3'b001: writedataE = resultW;
        3'b010: writedataE = aluoutM;
        3'b011: writedataE = c0M;
        3'b100: writedataE = c0W;
        default : writedataE = 0;
    endcase   
modport dmem(
                    input  aluoutM, writedataM,
                    input  memwriteM,
                    output readdataM
                );
always_ff @(posedge reset, posedge clk)
    if(reset) begin 
        regwriteM <= 0;
        memtoregM <= 0;
        memwriteM <= 0;
        write_c0M <= 0;
    end
    else if(overflowE)begin
        regwriteM <= 0;
        memtoregM <= 0;
        memwriteM <= 0;
        write_c0M <= 0;
    end
    else begin 
        regwriteM <= regwriteE;
        memtoregM <= memtoregE;
        memwriteM <= memwriteE;
        write_c0M <= write_c0E;
    end
always_ff @(posedge reset, posedge clk)
    if(reset)begin 
        aluoutM    <= 0;
        writedataM <= 0;
        writeregM  <= 0;
        c0M        <= 0;
    end
    else if(overflowE)begin
        aluoutM    <= 0;
        writedataM <= 0;
        writeregM  <= 0;
        c0M        <= 0;
    end
    else begin 
        aluoutM    <= aluoutE;
        writedataM <= writedataE;
        writeregM  <= writeregE;
        c0M        <= mux_c0E;      
    end
always_ff @(posedge reset, posedge clk)
    if(reset)begin 
        regwriteW <= 0;
        memtoregW <= 0;
        write_c0W <= 0;
    end
    else begin 
        regwriteW <= regwriteM;
        memtoregW <= memtoregM;
        write_c0W <= write_c0M;        
    end
always_ff @(posedge reset, posedge clk)
    if(reset)begin 
        readdataW <= 0;
        aluoutW   <= 0;
        writeregW <= 0;
        c0W       <= 0;
    end
    else begin 
        readdataW <= readdataM;
        aluoutW   <= aluoutM;
        writeregW <= writeregM;
        c0W       <= c0M;     
    end
always_comb
    if (memtoregW == 2'b10)
        resultW = c0W;
    else if(memtoregW == 2'b00)
        resultW = aluoutW;
    else 
        resultW = readdataW;
always_comb
    if(rsE !=0 && rsE == writeregM && regwriteM && memtoregM == 2'b10)
        forwardAE = 3'b011;
    else if(rsE !=0 && rsE == writeregM && regwriteM)
        forwardAE = 3'b010;
    else if(rsE !=0 && rsE == writeregW && regwriteW && memtoregW == 2'b10)
        forwardAE = 3'b100;
    else if(rsE !=0 && rsE == writeregW && regwriteW)
        forwardAE = 3'b001;
    else 
        forwardAE = 3'b000;
always_comb
    if(rtE !=0 && rtE == writeregM && regwriteM && memtoregM == 2'b10)
        forwardBE = 3'b011;
    else if(rtE !=0 && rtE == writeregM && regwriteM)
        forwardBE = 3'b010;
    else if(rtE !=0 && rtE == writeregW && regwriteW && memtoregW == 2'b10)
        forwardBE = 3'b100;
    else if(rtE !=0 && rtE == writeregW && regwriteW)
        forwardBE = 3'b001;
    else 
        forwardBE = 3'b000;
always_comb
    if((rsD == rtE || rtD == rtE)  
            && memtoregE == 2'b01)begin
                stall_F = 1;
                stall_D = 1;
                flushE  = 1;
    end
    else if(jump_regD && regwriteE && rsD == writeregE) begin
                stall_F = 0;
                stall_D = 1;
                flushE  = 0;
    end
    else if(branchD   && regwriteE && 
            (writeregE == rsD || writeregE == rtD))begin
                stall_F = 1;
                stall_D = 1;
                flushE  = 1;        
    end
    else if(branchD   &&  memtoregM == 2'b01 && 
            (writeregM == rsD || writeregM == rtD))begin
                stall_F = 1;
                stall_D = 1;
                flushE  = 1;        
    end
    else begin 
        stall_F = 0;
        stall_D = 0;
        flushE  = 0;
    end
assign equalD = (AD_mux_out == BD_mux_out) ? 1'b1 : 1'b0;
always_comb
    if(rsD != 0 && rsD == writeregM && regwriteM && memtoregM == 2'b10)
        AD_mux_out = c0M;
    else if(rsD != 0 && rsD == writeregM && regwriteM)
        AD_mux_out = aluoutM;
    else
        AD_mux_out = rd1D;
always_comb
    if(rtD != 0 && rtD == writeregM && regwriteM && memtoregM == 2'b10)
        BD_mux_out = c0M;
    else if(rtD != 0 && rtD == writeregM && regwriteM)
        BD_mux_out = aluoutM;
    else
        BD_mux_out = rd2D;
endinterface 
module regfile(input  logic        clk,
               input  logic        reset, 
               input  logic        we3, 
               input  logic [4:0]  ra1, ra2, wa3, 
               input  logic [31:0] wd3, 
               output logic [31:0] rd1, rd2);
  logic [31:0] rf[31:0];
generate
  for (genvar i = 0; i < 32; i++) begin
    always_ff @(posedge reset, negedge clk)
        if(reset)
            rf[i] <= 0;    
        else if (we3 && i == wa3) 
            rf[i] <= wd3;
  end    
endgenerate
  assign rd1 = (ra1 != 0) ? rf[ra1] : 0;
  assign rd2 = (ra2 != 0) ? rf[ra2] : 0;
endmodule  
```
**flow/run.sh**
```bash
#!/bin/bash
# OpenROAD 26Q1-2900-gdf79404cd8, Yosys 0.63+post, stock flow scripts
make -C /OpenROAD-flow-scripts/flow DESIGN_CONFIG=/design/flow/config.mk WORK_HOME=/design/flow/orfs finish
```
**flow/config.mk**
```make
export PLATFORM = sky130hd
export DESIGN_NAME = regfile
export DESIGN_NICKNAME = regfile
export VERILOG_FILES = /design/flow/design.v
export SDC_FILE = /design/flow/constraint.sdc
export NUM_CORES = 4
export LEC_CHECK = 1
export CORE_UTILIZATION = 30
```
**flow/constraint.sdc**
```tcl
current_design regfile

set clk_period 6.9
set clk_io_pct 0.2

create_clock -name clk0 -period $clk_period [get_ports {clk}]

set non_clock_inputs [all_inputs -no_clocks]
set_input_delay [expr $clk_period * $clk_io_pct] -clock clk0 $non_clock_inputs
set_output_delay [expr $clk_period * $clk_io_pct] -clock clk0 [all_outputs]
```
==> qor.txt <==
outcome = finished with violations
failing checks = setup timing
Async SR Flop Fraction = 100.0%
via count = 46540
Yosys warnings = 2
max cap viols = 0
Sum Neg Setup Slack = -19.62 ns
syn avg cell area = 11.91 um2
clock buffer depth = 3
Die H = 412.8 um
post-DP HPWL = 192600 um
Yosys Instances = 4249
Hold Vio Cnt, Final = 0
most crowded layer after global routing = met2
Rows = 150
Peak VDD IR = 0.2296 mV
WS Path Type = reg -> out
initial antenna violation count = 27
Leakage = 0.02896 uW
WP data required = 5.52 ns
WHS = 0.4692 ns
final core occ = 38.92%
I/O pin cnt = 114
#FFs+latches synth = 992
Post-Syn Area = 50620 um2
Worst EP arrival = 6.13 ns
H-tree levels = 3
total power = 17530 uW
Top cell excl fill/tap = mux2_2
DRT antenna net count = 0
Post-synth top flop = dfrtn_1
CTS root buffer = clkbuf_16
Top reg by flops = rf
total grt overflow = 0
GR Layer Usage met2 = 47.70%
reg2reg end = rf[27][19]
met3 Usage GRT = 22.51%
Late-Pin Clk Latency = 0.72 ns
Chip Area, Yosys = 50620 um2
Hold Crit Class = reg -> reg
Least-Margin Pin Slew = 1.174 ns
leading registers by flop count = rf (992)
Post-Synthesis Cells = 4249
met1 Track Usage GR = 43.73%
die area = 170400 um2
R2R Path Start = rf[27][19]
most numerous logic cells after layout = mux2_2 (1016), dfrtn_1 (992), a22oi_1 (574), buf_4 (560), and3_1 (191)
crit path from = rf[10][29]
maximum fanout along the worst path = 2
FF-to-FF setup slack = 5.78 ns
FF-to-FF path depth = 4
DRT Wirelength = 299600 um
# setup viols final = 64
FP Core Util = 30.24%
DRC Markers = 0
CP Capture Point = rd1[29]
GP Congestion = 1.036
core area = 167400 um2
vias in the first global route = 45340
count of tool warnings = 28
Worst setup EP type = output pin
final worst setup slack = -0.6140 ns
Reg clk slew, reported paths = 0.05 ns
Slew Viols, Final = 0
fillcell total = 15710
Area growth syn-to-layout = 28.72%
PD cells = 269.1 nW/um2
worst rel slew slack = 21.72%
post-synthesis cell type count = 72
number of enable flip-flop cells = 0
first-pass GRT wire length = 401300 um
DR iter-0 viols = 5381
number of flip-flops under the largest register name = 992
clock skew = 0 ns
die x size = 412.8 um
GRT Total Usage = 36.03%
CTS tree = done
Synth Seq Share = 49.04%
Pre-Repair DR Iteration Count = 8
largest net degree at the start of global routing = 99
clk sinks = 992
Place WS = -0.3324 ns
wire per inst = 42.56 um
RSZ-0062 raised after global routing = yes
port bufs = 113
number of CTS-inserted buffers = 111
layout cells sized above 1 = 48.30%
vias per inst = 6.613
Setup crit start kind = register
==> synth_stat cells (16+ instances only) <==
cell	count	area share, %
a2111oi_0	68	1.2
a21oi_1	29	0.29
a222oi_1	23	0.45
a22o_1	44	0.76
a22oi_1	588	8.7
and3_1	232	2.9
buf_1	53	0.39
buf_2	64	0.63
clkbuf_1	300	2.2
dfrtn_1	992	49
mux2_2	1030	23
mux2i_1	64	1.3
nand2_1	80	0.59
nand2b_1	16	0.20
nand3_1	152	1.5
nand4_1	115	1.4
nor2_1	81	0.60
nor3_1	21	0.21
nor3b_1	17	0.25
or4_1	55	0.82
==> cells by family (layout without fill, tap and decap cells) <==
logic type | after synthesis | in the layout | synth area share (%)
DFF | 992 | 992 | 49.04
other | 0 | 24 | 0
AOI/OAI and AO/OA | 848 | 848 | 13.02
buffers and inverters | 435 | 996 | 3.517
and+or+nand+nor | 874 | 874 | 10.02
muxes | 1100 | 1100 | 24.41
==> what timing repair did <==
action,4_1_cts,5_1_grt
setup endpoints to repair,64,64
pin swaps,190,122
hold buffers,0,0
gates resized,464,126
setup buffers,47,29
==> layer usage <==
layer	routed length, um	up-vias
met5	515	-
met4	25990	26
met3	50140	1338
met2	118900	4022
met1	104000	23620
li1	-	17530
==> final cells by class <==
type	count	area (um2)	area share (%)
flip-flops and latches	992	24820	38.10
clock inverters	41	390.4	0.5991
inverters	2	11.26	0.01728
diodes	24	60.06	0.09217
multi-input cells	2822	26490	40.66
repair buffers	791	7375	11.32
clock buffers	162	3249	4.987
well taps	2204	2758	4.232
==> power by group <==
part | switching (uW) | total, uW | internal [uW]
sequential | 996 | 8050 | 7060
clock | 2670 | 6070 | 3410
combinational | 1580 | 3410 | 1830
total | 5240 | 17500 | 12300
==> worst max-delay path, stage by stage, from the launching register on <==
cell and delay [ns]:
dfrtn_1 0.34, mux2_4 0.26, a32o_1 0.25, a222oi_1 0.38
nand3_1 0.15, or4_4 0.45, buf_2 0.13
==> per-stage QoR <==
step | cell area, um2 | instances
6_report | 65160 | 7038
5_1_grt | 65100 | 7014
2_1_floorplan | 50620 | 4249
4_1_cts | 64130 | 6987
3_5_place_dp | 59260 | 6742
3_3_place_gp | 59260 | 6742
==> worst min-delay path by stage <==
stage,depth (start not counted),end,from,slack (ns)
CTS,1,rf[21][15],rf[21][15],0.47
finish,1,rf[21][15],rf[21][15],0.47
global route,1,rf[5][12],rf[5][12],0.48
No activity file was given, so power comes from the tool's default toggle rates.
