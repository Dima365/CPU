==> config.mk <==
export PLATFORM = sky130hd
export DESIGN_NAME = alu
export DESIGN_NICKNAME = alu
export VERILOG_FILES = /design/flow/design.v
export SDC_FILE = /design/flow/constraint.sdc
export NUM_CORES = 4
export LEC_CHECK = 1
export CORE_UTILIZATION = 50
==> constraint.sdc <==
current_design alu

set clk_period 17.6
set clk_io_pct 0.2

create_clock -name clk0 -period $clk_period

set non_clock_inputs [all_inputs -no_clocks]
set_input_delay [expr $clk_period * $clk_io_pct] -clock clk0 $non_clock_inputs
set_output_delay [expr $clk_period * $clk_io_pct] -clock clk0 [all_outputs]
==> design.v <==
interface main_bus 
(
    input  logic clk,
    input  logic reset
);
logic [31:0] pcF, pcplus4F, instrF;
logic stall_F;
logic regwriteD;
logic [1:0] memtoregD;
logic memwriteD;
logic [2:0] alucontrolD;
logic alusrcD;
logic regdstD;
logic jumpD;
logic [31:0] instrD, pcplus4D, pcbranchD, signimmD, pcjumpD;
logic [4:0] rsD, rtD, rdD;
logic branchD, equalD, pcsrcD;
logic [31:0] rd1D, rd2D;
logic kernel_mode;
logic [2:0] int_cause;
logic cause_write;
logic exit_kernel;
logic jump_regD;
logic [31:0] c0D;
logic write_c0D;
logic [4:0] shamtD;
logic stall_D;
logic regwriteE;
logic [1:0] memtoregE;
logic memwriteE;
logic [2:0] alucontrolE;
logic alusrcE;
logic regdstE;
logic [31:0] mux_c0E;
logic write_c0E;
logic flushE;
logic overflowE;
logic [2:0] forwardAE, forwardBE;
logic [31:0] signimmE, rd1E, rd2E;
logic [4:0] rsE, rtE, rdE, writeregE;
logic [31:0] srcAE, srcBE;
logic [31:0] aluoutE, writedataE;
logic [31:0] c0E;
logic [4:0] shamtE;
logic regwriteM;
logic [1:0] memtoregM;
logic memwriteM;
logic write_c0M;
logic [31:0] aluoutM, writedataM, readdataM;
logic [4:0] writeregM;
logic [31:0] c0M;
logic regwriteW;
logic [1:0] memtoregW;
logic write_c0W;
logic [31:0] readdataW, aluoutW, resultW;
logic [4:0] writeregW;
logic [31:0] c0W;
logic [31:0] AD_mux_out, BD_mux_out;
modport imem(  
                input  pcF, 
                output instrF
             );
always_ff @(posedge reset, posedge clk)
    if(reset) 
        pcF <= 0;
    else if(cause_write)
        pcF <= 32'd72; 
    else if(jump_regD)
        pcF <= AD_mux_out;
    else if(jumpD)
        pcF <= pcjumpD;
    else if(~stall_F && pcsrcD) 
        pcF <= pcbranchD;
    else if(~stall_F && ~pcsrcD)
        pcF <= pcplus4F;
assign pcplus4F = pcF + 4;
modport regfile(
                input  instrD, resultW,
                input  regwriteW,
                input  writeregW,
                output rd1D, rd2D
              );
modport controller(
                    input  instrD,
                    output int_cause,
                    output cause_write,
                    output exit_kernel,
                    output jump_regD,
                    input  overflowE,
                    input  kernel_mode,
                    output write_c0D,
                    output regwriteD,
                    output memtoregD,
                    output memwriteD,
                    output alucontrolD,
                    output alusrcD,
                    output regdstD,
                    output branchD,
                    output jumpD 
                );
modport coprocessor_0(
                        input  write_c0W,
                        input  resultW,
                        input  writeregW,
                        input  pcF,
                        input  int_cause,
                        input  cause_write,
                        input  rtD,
                        output c0D,
                        output kernel_mode,
                        input  exit_kernel    
                    );
always_ff @(posedge reset, posedge clk)
    if(reset) begin 
        instrD   <= {6'b110001, 26'd0};  
        pcplus4D <= 0;
    end
    else if(jump_regD && stall_D == 0)begin
        instrD   <= {6'b110001, 26'd0};  
        pcplus4D <= 0;
    end        
    else if(jumpD)begin
        instrD   <= {6'b110001, 26'd0};  
        pcplus4D <= 0;
    end
    else if(cause_write)begin 
        instrD   <= {6'b110001, 26'd0};  
        pcplus4D <= 0;
    end
    else if(pcsrcD) begin 
        instrD   <= {6'b110001, 26'd0};  
        pcplus4D <= 0;
    end
    else if(~stall_D) begin 
        instrD   <= instrF;
        pcplus4D <= pcplus4F;
    end
assign signimmD  = {{16{instrD[15]}}, instrD[15:0]};
assign pcbranchD = pcplus4D + (signimmD << 2);
assign pcjumpD   = {pcplus4D[31:28], instrD[25:0], 2'b00};
assign rsD = instrD[25:21];
assign rtD = instrD[20:16];
assign rdD = instrD[15:11];
assign pcsrcD = equalD & branchD;
assign shamtD = instrD[10:6];
modport alu(
                    input alusrcE,  
                    input srcAE, srcBE,
                    input alucontrolE,
                    output overflowE,
                    output aluoutE
                );
always_ff @(posedge reset, posedge clk)
    if(reset) begin 
        regwriteE   <= 0;
        memtoregE   <= 0;
        memwriteE   <= 0;
        alucontrolE <= 0;
        alusrcE     <= 0;
        regdstE     <= 0;
        write_c0E   <= 0;
    end
    else if(flushE || cause_write)begin 
        regwriteE   <= 0;
        memtoregE   <= 0;
        memwriteE   <= 0;
        alucontrolE <= 0;
        alusrcE     <= 0;
        regdstE     <= 0;
        write_c0E   <= 0;
    end
    else begin 
        regwriteE   <= regwriteD;
        memtoregE   <= memtoregD;
        memwriteE   <= memwriteD;
        alucontrolE <= alucontrolD;
        alusrcE     <= alusrcD;
        regdstE     <= regdstD;
        write_c0E   <= write_c0D;  
    end
always_ff @(posedge reset, posedge clk)
    if(reset) begin
        rd1E     <= 0;
        rd2E     <= 0; 
        rsE      <= 0;
        rtE      <= 0;
        rdE      <= 0;
        signimmE <= 0;
        c0E      <= 0;
        shamtE   <= 0;
    end
    else if(flushE || cause_write) begin
        rd1E     <= 0;
        rd2E     <= 0; 
        rsE      <= 0;
        rtE      <= 0;
        rdE      <= 0;
        signimmE <= 0;
        c0E      <= 0;
        shamtE   <= 0;      
    end
    else begin 
        rd1E     <= rd1D;
        rd2E     <= rd2D;
        rsE      <= rsD;
        rtE      <= rtD;
        rdE      <= rdD;
        signimmE <= signimmD;
        c0E      <= c0D;
        shamtE   <= shamtD;
    end
always_comb
    if(memtoregE == 2'b10 && write_c0M && writeregE == writeregM)
        mux_c0E = c0M;
    else if(memtoregE == 2'b10 && write_c0W && writeregE == writeregW)
        mux_c0E = c0W;
    else 
        mux_c0E = c0E;
always_comb
    case (forwardAE)
        3'b000: srcAE = rd1E;
        3'b001: srcAE = resultW;
        3'b010: srcAE = aluoutM;
        3'b011: srcAE = c0M;  
        3'b100: srcAE = c0W;
        default : srcAE = 0;
      endcase  
always_comb
    if(alusrcE)
        srcBE = signimmE;
    else 
        case (forwardBE)
            3'b000: srcBE = rd2E;
            3'b001: srcBE = resultW;
            3'b010: srcBE = aluoutM;
            3'b011: srcBE = c0M;
            3'b100: srcBE = c0W;
            default : srcBE = 0;
        endcase
assign writeregE  = regdstE ? rdE : rtE;
always_comb
    case (forwardBE)
        3'b000: writedataE = rd2E;
        3'b001: writedataE = resultW;
        3'b010: writedataE = aluoutM;
        3'b011: writedataE = c0M;
        3'b100: writedataE = c0W;
        default : writedataE = 0;
    endcase   
modport dmem(
                    input  aluoutM, writedataM,
                    input  memwriteM,
                    output readdataM
                );
always_ff @(posedge reset, posedge clk)
    if(reset) begin 
        regwriteM <= 0;
        memtoregM <= 0;
        memwriteM <= 0;
        write_c0M <= 0;
    end
    else if(overflowE)begin
        regwriteM <= 0;
        memtoregM <= 0;
        memwriteM <= 0;
        write_c0M <= 0;
    end
    else begin 
        regwriteM <= regwriteE;
        memtoregM <= memtoregE;
        memwriteM <= memwriteE;
        write_c0M <= write_c0E;
    end
always_ff @(posedge reset, posedge clk)
    if(reset)begin 
        aluoutM    <= 0;
        writedataM <= 0;
        writeregM  <= 0;
        c0M        <= 0;
    end
    else if(overflowE)begin
        aluoutM    <= 0;
        writedataM <= 0;
        writeregM  <= 0;
        c0M        <= 0;
    end
    else begin 
        aluoutM    <= aluoutE;
        writedataM <= writedataE;
        writeregM  <= writeregE;
        c0M        <= mux_c0E;      
    end
always_ff @(posedge reset, posedge clk)
    if(reset)begin 
        regwriteW <= 0;
        memtoregW <= 0;
        write_c0W <= 0;
    end
    else begin 
        regwriteW <= regwriteM;
        memtoregW <= memtoregM;
        write_c0W <= write_c0M;        
    end
always_ff @(posedge reset, posedge clk)
    if(reset)begin 
        readdataW <= 0;
        aluoutW   <= 0;
        writeregW <= 0;
        c0W       <= 0;
    end
    else begin 
        readdataW <= readdataM;
        aluoutW   <= aluoutM;
        writeregW <= writeregM;
        c0W       <= c0M;     
    end
always_comb
    if (memtoregW == 2'b10)
        resultW = c0W;
    else if(memtoregW == 2'b00)
        resultW = aluoutW;
    else 
        resultW = readdataW;
always_comb
    if(rsE !=0 && rsE == writeregM && regwriteM && memtoregM == 2'b10)
        forwardAE = 3'b011;
    else if(rsE !=0 && rsE == writeregM && regwriteM)
        forwardAE = 3'b010;
    else if(rsE !=0 && rsE == writeregW && regwriteW && memtoregW == 2'b10)
        forwardAE = 3'b100;
    else if(rsE !=0 && rsE == writeregW && regwriteW)
        forwardAE = 3'b001;
    else 
        forwardAE = 3'b000;
always_comb
    if(rtE !=0 && rtE == writeregM && regwriteM && memtoregM == 2'b10)
        forwardBE = 3'b011;
    else if(rtE !=0 && rtE == writeregM && regwriteM)
        forwardBE = 3'b010;
    else if(rtE !=0 && rtE == writeregW && regwriteW && memtoregW == 2'b10)
        forwardBE = 3'b100;
    else if(rtE !=0 && rtE == writeregW && regwriteW)
        forwardBE = 3'b001;
    else 
        forwardBE = 3'b000;
always_comb
    if((rsD == rtE || rtD == rtE)  
            && memtoregE == 2'b01)begin
                stall_F = 1;
                stall_D = 1;
                flushE  = 1;
    end
    else if(jump_regD && regwriteE && rsD == writeregE) begin
                stall_F = 0;
                stall_D = 1;
                flushE  = 0;
    end
    else if(branchD   && regwriteE && 
            (writeregE == rsD || writeregE == rtD))begin
                stall_F = 1;
                stall_D = 1;
                flushE  = 1;        
    end
    else if(branchD   &&  memtoregM == 2'b01 && 
            (writeregM == rsD || writeregM == rtD))begin
                stall_F = 1;
                stall_D = 1;
                flushE  = 1;        
    end
    else begin 
        stall_F = 0;
        stall_D = 0;
        flushE  = 0;
    end
assign equalD = (AD_mux_out == BD_mux_out) ? 1'b1 : 1'b0;
always_comb
    if(rsD != 0 && rsD == writeregM && regwriteM && memtoregM == 2'b10)
        AD_mux_out = c0M;
    else if(rsD != 0 && rsD == writeregM && regwriteM)
        AD_mux_out = aluoutM;
    else
        AD_mux_out = rd1D;
always_comb
    if(rtD != 0 && rtD == writeregM && regwriteM && memtoregM == 2'b10)
        BD_mux_out = c0M;
    else if(rtD != 0 && rtD == writeregM && regwriteM)
        BD_mux_out = aluoutM;
    else
        BD_mux_out = rd2D;
endinterface 
module alu(
           input  logic        alusrcE,  
           input  logic [31:0] a, b,
           input  logic [2:0]  alucontrol,
           input  logic [4:0]  shamt,
           output logic [31:0] result,
           output logic        overflow,
           output logic        zero);
  logic over;
  logic [31:0] condinvb, condinvb_plus1, sum;
  assign condinvb = alucontrol[2] ? ~b : b;
  assign condinvb_plus1 = condinvb + alucontrol[2];
  assign {over,sum} = a + condinvb_plus1;
  always_comb
    if(alucontrol == 3'b010 && over && ~(alusrcE && b[15]) )
        overflow = 1'b1;
    else if(alucontrol == 3'b010 && a[31] && alusrcE && b[15])
        overflow = ~sum[31];
    else if(alucontrol == 3'b110 && a[31] && condinvb_plus1[31])
        overflow = ~sum[31];  
    else if(alucontrol == 3'b110 && ~a[31] && ~condinvb_plus1[31])
        overflow = sum[31];
    else
        overflow = 1'b0;
  always_comb
    casez (alucontrol)
      3'b011:  result = a << shamt;
      3'b?00:  result = a & b;
      3'b?01:  result = a | b;
      3'b?10:  result = sum;
      3'b?11:  result = sum[31];
      default: result = 0;
    endcase
  assign zero = (result == 32'b0);
endmodule  
==> run.sh <==
#!/bin/bash
# OpenROAD 26Q1-2900-gdf79404cd8, Yosys 0.63+post, stock flow scripts
make -C /OpenROAD-flow-scripts/flow DESIGN_CONFIG=/design/flow/config.mk WORK_HOME=/design/flow/orfs finish
==> results.toml <==
# yosys + openroad results
[status]
outcome = "finished, final reports clean"

[sta]
worst_slew_pin_slew_ps = 787
hold_viol_final = 0
relSlewSlack_pct = 47.0
fin_crit_sh_pct = 75.5
fmax_mhz = 75.3
finalCriticalPeriod_ps = 13280
final-max-slew-violation-count = 0
fin_ws_ps = 4320
rsz0062_at_grt = "no"
whs_ps = 8220
fin_setup_tns_ps = 0
finalSetupViolCount = 0

[logic_synthesis]
synthCells = 887
syn_area_per_cell_um2 = 7.07
yosys_warnings = 1
largest_area_cell = "ha_1"
postSynthSeqShare_pct = 0
yosysUniqueCellTypes = 88
yosysChipArea_um2 = 6270
ys_cells = 887
area_leaders = "ha_1, mux2i_1, mux4_2"
top_cell_area_share_pct = 8.58
synth_area_um2 = 6270

[floorplanning]
ios = 107
die-width_um = 114
dieHeight_um = 114
fp.coreArea_um2 = 12100
die_area_um2 = 13000
num_rows = 40
fp_util_pct = 51.7

[route]
drc = 0
vias = 7509
drtPass1Iterations = 6
antenna_cells = 0
wl_per_cell_um = 21.6
drt_wl_total_um = 24000
drt-initial-drc-count = 852
ant_nets = 0
viasPerCell = 6.73

[clocking]
cts_hold_buf = 0
cts_resized = 0
post_cts_buffers = 0

[worst_setup_path]
crit_type = "primary input to primary output"
cp_top_family = "simple AND/OR/NAND/NOR gates"
cp.buffers_inverters = 3
critPathMaxStageDelay_ps = 560
worstPathRequired_ps = 14080
startpoint_type = "primary input"
critPathCaptureType = "primary output"
critPathSlowestCell = "or4b_4"
critical_path_peak_fanout = 63
path_cells = "buf_2 > buf_4 > or4b_4 > o22ai_4 > nand4_1 > nor3_4 > o21ai_2 > or2_1 > o21a_1 > o22ai_1 > xnor2_1 > ha_1 > and3_1 > and2_1 > and2_1 > a221oi_2 > a211oi_1 > and4_1 > nor3_1 > o22ai_1 > nor4_1 > clkdlybuf4s50_1"
cp.arrival_ps = 9760

[flow_run]
warning_count = 42
cap_violations = 0

[grt]
antenna_found_initial = 0
track_usage_pct = 37.3
grt_pass1_vias = 6682
grt.overflow.total = 0
use_met3_pct = 6.01
grt_pass1_wl_um = 36900
grt_max_degree = 64
met1_usage_pct = 54.4
met2_usage_pct = 57.4
busiest_layer = "met2"

[placement]
dp_hpwl_um = 19100
dpl.cell_count = 1115
port_buffers = 107
dp_slack_ps = 4410
gp_congestion = 1.04

[power_and_ir_drop]
power_uw = 281
ir_worst_vdd_mv = 0.0247
power_density_nw_per_um2 = 38.8
leakagePower_uw = 0.00293

[finish]
syn_to_final_growth_pct = 15.6
flop_area_um2 = 0
stdcell_count = 1115
clkbuf_count = 0
lay_top_count = "clkdlybuf4s50_1"
drive_above_1_share_pct = 8.13
mostFrequentLayoutCells = "clkdlybuf4s50_1, nor2_1, a21oi_1"
ff_count = 0

[hold_path]
hold_class = "primary input to primary output"
-- Yosys cell counts, drive strengths merged, types with 17 or more instances --
master / instances
inv: 28
o21ai: 51
xnor2: 33
mux4: 18
ha: 43
mux2i: 45
o22ai: 20
a21o: 31
clkbuf: 31
nand3: 33
xor2: 23
nand2: 76
a21oi: 79
buf: 24
nor3: 17
nor2: 80
-- final timing paths --
kind              cells after the start     startpoint        end  slack, ps
setup / recovery                     22  alucontrol[2]       zero       4320
hold / removal                        5       shamt[0]  result[4]       8220
-- final cells by class --
| cell class | instances | area [um^2] |
|---|---|---|
| Fill cell | 1152 | 4860 |
| Inverter | 30 | 113 |
| Multi-Input combinational cell | 799 | 5790 |
| Tap cell | 168 | 210 |
| Timing Repair Buffer | 118 | 1130 |
-- cell families (layout without fill, tap and decap cells) --
kind of cell / after synthesis / in the layout / synth area share, %
muxes: 75 / 75 / 15.8
xor gates and xnor gates: 56 / 56 / 7.83
AOI/OAI and AO/OA: 315 / 315 / 34.4
and+or+nand+nor: 309 / 309 / 25.3
buffers and inverters: 88 / 148 / 7.73
adders and majority gates: 44 / 44 / 8.90
-- routing by layer --
| layer | wire length, um | up-vias |
|---|---|---|
| met4 | 803 | 0 |
| met1 | 10400 | 3475 |
| li1 | - | 3528 |
| met5 | 0 | - |
| met2 | 10400 | 452 |
| met3 | 2530 | 54 |
-- where the power goes --
part           leakage [uW]  switching [uW]  internal, uW
registers                 0               0             0
clock network             0               0             0
logic               0.00293             157           124
total               0.00293             157           124
-- per-stage QoR --
step	utilization, %	area, um^2
floorplan	-	6270
global placement	59.8	7250
finish	59.8	7250
CTS	59.8	7250
detailed placement	59.8	7250
global route	59.8	7250
No activity file was given, so power comes from the tool's default toggle rates.
